==> /design/flow/design.v <==
module register_32(clk, data_in, data_out);
  input clk;
  input [31:0] data_in;
  output [31:0] data_out;
  reg [31:0] temp_reg;
  assign data_out = temp_reg;
  always @ (posedge clk)
  begin
    temp_reg <= data_in;
  end
endmodule
==> /design/flow/run.sh <==
#!/bin/bash
# OpenROAD 26Q1-2900-gdf79404cd8, Yosys 0.63+post, stock flow scripts
make -C /OpenROAD-flow-scripts/flow DESIGN_CONFIG=/design/flow/config.mk WORK_HOME=/design/flow/orfs finish
==> /design/flow/config.mk <==
export PLATFORM = sky130hd
export DESIGN_NAME = register_32
export DESIGN_NICKNAME = register_32
export VERILOG_FILES = /design/flow/design.v
export SDC_FILE = /design/flow/constraint.sdc
export NUM_CORES = 4
export LEC_CHECK = 1
export CORE_AREA = 10 10 80 80
export DIE_AREA = 0 0 90 90
==> /design/flow/constraint.sdc <==
current_design register_32

set clk_period 1.0
set clk_io_pct 0.2

create_clock -name clk0 -period $clk_period [get_ports {clk}]

set non_clock_inputs [all_inputs -no_clocks]
set_input_delay [expr $clk_period * $clk_io_pct] -clock clk0 $non_clock_inputs
set_output_delay [expr $clk_period * $clk_io_pct] -clock clk0 [all_outputs]
==> Changelog: implementation <==
### Changed

* Clock Tree Buf Depth at 2
* Synth cell count leaders: dfxtp_1
* Status: finished, final reports clean
* Placement Cell Area at 1370 um^2
* Die W at 90 um
* Initial DRC Count at 4
* Critical Path RT at 0.80 ns
* Vias per std cell at 2.88
* Antenna cells at 0
* Worst-path cell chain: clkdlybuf4s15_1
* Cells after Synth at 32
* Area leader share at 100%
* Worst IR drop on VDD at 0.967 mV
* Netlist Area Pre-Place at 641 um^2
* Ys cells at 32
* Area Overhead vs Synth at 125%
* Via count at 490
* Initial core utilization at 13.6%
* Largest net degree at the start of global routing at 10
* Met3 wire len at 491 um
* CP Launch Type: flip-flop
* Total die size at 8100 um^2
* Worst Path Buf+Inv at 1
* Final WS setup at around 0.044 ns
* Met2 wire len at slightly below 700 um
* Syn Area/Cell at 20.0 um^2
* Slew margin rel. at 95.9%
* Critical Path Sink Type: output pin
* Cell variety after synth at 1
* Share of layout cells above drive strength 1 at 20.4%
* # IOs at 65
* Critical path class: flip-flop to output pin
* PwrDens at 1790 nW/um^2
* GPL Wtd Cong at 0.639
* Log Warnings at 25
* Clock root buffer master: clkbuf_8
* Max_cap viols at 0
* CP arrival at 0.76 ns
* Largest cells by area: dfxtp_1
* Routed wire length at 2030 um
* GRT Resource Usage Total at 4.87%
* H-tree lvl count at 2
* Slew @ Worst Pin at 0.0611 ns
* Cell Rows at 25
* Core area at approximately 4700 um^2
* Critical path's slowest cell: dfxtp_2
* RSZ-0062 raised after global routing: false
* Cells after DPL at roughly 160
* Hold crit path type: input pin to flip-flop
* DRT Pass-1 Iters at 2
* Sequential fraction of the synthesis area at 100%
* Crit path largest cell delay at 0.31 ns
* FFs w/ async S/R, synth at 0%
* Clk pin slew, worst setup/hold paths at 0.06 ns
* First-pass GRT wire length at around 3100 um
* Non-Filler Instances at 170
* DRC at 0
* WL met1 at 815 um
* Num CTS Buffers at 5
* Synth flops at 32
* WL per Instance at 11.9 um
* Hold WS at ~0.36 ns
* Setup TNS at 0 ns
* Synth top cell by count: dfxtp_1
* Period utilization at a little over nine tenths
* CTS hold repair buffers at 0
* Die height at 90 um
* Warnings, synthesis at 1
* Antenna violations before repair at 0
* Top cell type by total area after synthesis: dfxtp_1
* Worst-path fanout max at 1
* Final Hold Viols at 0
* Post-synth EDFFs at 0
* DR top layer: met4
* Logic area at 0 um^2
* Pleak at roughly 0.59 nW
* Commonest flop: dfxtp_1
* Synthesis area per yosys at around 640 um^2
* Final Instance Area at 1440 um^2
* Largest register FFs at 32
* Antenna Violating Nets Remaining at 0
* Clock sink total at 32
* CTS tree: built
* I/O Buffers at 64
* Setup WS pre-CTS at ~0.032 ns
* Setup-failing EPs final at 0
* Post-route minimum period at between 0.9 and 1 ns
* FMAX at between 1000 and 1500 MHz
* Number of global-route vias before repair at 561
* Slew Limit Fails at 0
* Comb_multi_in at 0
* CP top delay family: flip-flops
* Overflow after GRT at 0
## power by group
| group | switching, mW | total (mW) | internal [mW] |
|---|---|---|---|
| Sequential | 0.0156 | 1.36 | 1.35 |
| Combinational | 0.0261 | 0.203 | 0.176 |
| Clock | 0.403 | 1.01 | 0.611 |
## final timing paths
kind | endpoint | from | cells after the start
min | temp_reg[3] | data_in[3] | 1
max | data_out[13] | temp_reg[13] | 1
## metrics by stage
stage,total power [mW],utilization (%)
after floorplan,1.37,-
after global placement,1.63,28.9
after detailed placement,1.63,28.9
after CTS,2.64,31.0
after global routing,2.71,30.5
final,2.58,30.5
## cell usage in the layout, fill, tap and decap left out
cell              n
clkbuf_2          6
clkdlybuf4s15_1  26
clkdlybuf4s50_1  32
dfxtp_2           8
dfxtp_1          24
clkbuf_8          7
## layer usage
| metal | global-route usage (%) | up-vias |
|---|---|---|
| met3 | 5.87 | 4 |
| met1 | 5.28 | 197 |
| met2 | 5.99 | 53 |
| met4 | 0.796 | 0 |
| met5 | 0 | - |
| li1 | - | 236 |
## what timing repair did
item	in CTS	in global routing
buffers inserted	0	0
endpoints found under the setup margin	32	11
gates resized	66	12
## area by class of cell
cell class / count / area [um^2]
clock buffers: 7 / 96.3
fillers: 477 / 3280
flip-flops and latches: 32 / 651
well taps: 67 / 83.8
repair buffers: 64 / 611
## cell families after synthesis
group       count (synthesis)  synth area share (%)
flip-flops                 32                   100
Power figures rest on the tool's default switching activity, not on a simulated workload.
